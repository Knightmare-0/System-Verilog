[design/flow/config.mk]
export PLATFORM = sky130hd
export DESIGN_NAME = fsm
export DESIGN_NICKNAME = fsm
export VERILOG_FILES = /design/flow/design.v
export SDC_FILE = /design/flow/constraint.sdc
export NUM_CORES = 4
export LEC_CHECK = 1
export CORE_AREA = 10 10 70 70
export DIE_AREA = 0 0 80 80
[design/flow/constraint.sdc]
current_design fsm

set clk_period 1.0
set clk_io_pct 0.2

create_clock -name clk0 -period $clk_period [get_ports {clk}]

set non_clock_inputs [all_inputs -no_clocks]
set_input_delay [expr $clk_period * $clk_io_pct] -clock clk0 $non_clock_inputs
set_output_delay [expr $clk_period * $clk_io_pct] -clock clk0 [all_outputs]
[design/flow/design.v]
interface Dff_inter(input bit clk);
logic d, reset, set;
logic q;
modport RTL1(input d, reset, set, clk, output q);
modport test(output d, reset, set, clk, input q);
endinterface 
module fsm(input x, clk,reset, output reg z,d);
reg [2:0] cst, nst;
parameter S0 = 3'b000, W0 = 3'b001, W1 =
3'b010, W2 = 3'b011, OT = 3'b100, DE = 3'b101;  
always @(cst or x)
begin
case (cst)
S0: if (x == 1'b0)
begin nst = S0; z=1'b0; d=1'b0; end
else
begin nst = W0; z=1'b0; d=1'b0; end
W0:
begin nst = W1; z=1'b0; d=1'b0; end
W1:
begin nst = W2; z=1'b0; d=1'b0; end
W2:
begin nst = OT; z=1'b1; d=1'b0; end
OT:
begin nst = DE; z=1'b0; d=1'b1; end
DE:
begin nst = S0; z=1'b0; d=1'b0; end
endcase
end
always@(posedge clk)
begin
if (reset) cst <= S0;
else cst <= nst;
end
endmodule
[design/flow/run.sh]
#!/bin/bash
# OpenROAD 26Q1-2900-gdf79404cd8, Yosys 0.63+post, stock flow scripts
make -C /OpenROAD-flow-scripts/flow DESIGN_CONFIG=/design/flow/config.mk WORK_HOME=/design/flow/orfs finish
==> notes.md <==
The implementation run finished. The flow ran to the end, and the final reports show no timing, DRC or antenna violations. Ranked by total cell area, the synthesized netlist is headed by dlxtn_1 30%, dfxtp_1 24%, nor2b_1 7.6%, a221oi_2 6.1%, ha_1 5.1%. Cell area after synthesis landed at 246.5 um^2. Number of storage elements in the synthesis netlist landed at 8. Across all hold checks on the routed design, the worst slack comes to 0.5721 ns. Mean instance size in the synthesized netlist landed at 10.27 um^2. Count of filler cells inserted in the layout landed at 396. Post-layout minimum cycle time landed at 0.6595 ns. The worst setup path is captured at a flop. In this run, synthesis inferred 0 flip-flops with an integrated enable. Number of levels the H-tree was split into landed at 1. Portion of synthesized cell area occupied by the leading cell type landed at 30.46%. The final timing report lists a max-slew violation count of 0. The cell sitting at the root of the clock tree is a clkbuf_4. Clock transition time at the flip-flop clock pins of the worst setup and hold paths landed at 0.04 ns. Synthesized netlist cell count landed at 24.

Share of the clock period used by the worst path landed at 65.95%. First-pass GRT wire length landed at 724 um. Cell leakage power landed at 0.1419 nW. The cell-mix breakdown from Yosys lists the simple-gate area share as 25.38%. The number of cells on the worst hold path is listed as 2. Routed wire length landed at 463 um.

Number of diodes added for antenna fixing landed at 0. Per the TritonCTS log, the buffer count is 3. By area, the combinational part of the netlist is dominated by simple AND/OR/NAND/NOR gates. Summing over every cut layer, the via total after detailed routing is 185.

The worst hold path belongs to the class in2reg. Pin count of the biggest net entering global routing landed at 8. Post-CTS repair ended up resizing 0 cells. Global routing used 1.323% of the available tracks. 7 endpoints have no timing constraint.

Setup repair after global routing left no endpoint under its margin. The post-CTS hold buffer count recorded in the log is 0. dlxtn_1 takes more of the synthesized area than any other cell. For the pin with the worst max-slew slack, the measured transition is 0.2333 ns. The timing report shows that the slowest cell on the worst path is clkdlybuf4s50_1. The commonest cells after synthesis are 5 x dlxtn_1, 3 x dfxtp_1, 3 x nor2_1, 3 x nor2b_1.

Layout cell share with drive strength beyond 1 landed at 15.63%. STA classifies the critical path startpoint as an input pin. Sorting the synthesis cell report by count puts at the top dlxtn_1. Number of warnings printed during yosys synthesis landed at 1. Synthesized-area fraction occupied by ao, oa, aoi and oai cells landed at 14.72%. Detailed-route wire length per cell landed at 5.936 um.

Setup total negative slack on the finished layout was measured at 0 ns. Data arrival time of the critical path landed at 0.78 ns. Initial antenna violation count landed at 0. Residual DRC count landed at 0. Via count of the first global-routing pass landed at 166. For this run, the top clock speed supported by timing is 1516 MHz. For this run, the leading register cell type out of synthesis is dlxtn_1.

Top-level I/O count landed at 5. Total die area landed at 6400 um^2. Number of register pins that no clock reaches landed at 5. Count of routing violations after the opening detailed-route iteration landed at 21. Max-cap violations in this run came to 0. Row count landed at 21.

Power per cell area landed at 976.2 nW/um^2. Post-synthesis, Yosys gives the total cell area as 246.5 um^2. The logs give a warning total of 25. Adder-cell share of the synthesized area landed at 5.076%. The die is 80 um wide. Top fanout value on the critical path landed at 3. The cell-mix breakdown from Yosys lists the XOR/XNOR area share as 0%.

The worst-case max-slew headroom was logged as 84.42%. Between the synthesized netlist and the finished layout, the area growth was recorded as 50.25%. TritonCTS built the clock tree. Setup fix buffers added after clock tree synthesis landed at 0. As logged by OpenROAD, the buffers inserted on ports number 4. Number of failing setup endpoints in the final timing report landed at 0. In this run the vertical extent of the chip is 80 um. Maximum buffer depth of the clock tree landed at 2.

After synthesis, the design contains 24 cells according to Yosys. Of the post-synthesis cell area, the part taken by muxes is 0%. Walking the critical path from launch to capture passes 2 cell instances. Counting flops with an async set or reset pin after synthesis yields a share of 0%. Grouping stages by cell kind, the critical path spends the most delay in buffers and inverters. The worst setup path is of the in2reg kind. RePlAce ended its routability-driven mode at a weighted congestion of 0.7087. Required time reported for the critical path endpoint landed at 1.12 ns. In this run the critical path is formed by clkdlybuf4s50_1 > nor2b_1. Effective utilization at floorplan landed at 7.216%. Detailed-routing iteration count for the pre-antenna-repair pass landed at 2.

The gate-level netlist out of Yosys references 14 unique cell types. Leftover overflow at the end of global routing landed at 0. Endpoints failing hold in the final report were tallied at 0. Together, buffers and inverters on the worst path number 1.

Once detail routing completed, the nets flagged for antenna violations numbered 0. Biggest cell delay along the critical path landed at 0.52 ns. The highest supply drop recorded on VDD is 0.0001531 V. Core outline area landed at 3416 um^2. Number of vias per cell landed at 2.372.
-- cell families (layout without fill, tap and decap cells) --
family                     Yosys count  after routing
AOI/OAI and AO/OA                    4              4
adders and majority gates            1              1
buffers and inverters                0              8
DFF                                  3              3
latches                              5              5
and+or+nand+nor                     11             11
-- registers in the layout, summed over array words and instances (netlist names) --
register	flops
d	1
cst	3
nst	3
z	1
-- layout by cell type, fill, tap and decap left out, drive strengths merged --
master / n
clkbuf: 4
dlxtn: 5
nor2b: 3
a21o: 1
nor2: 3
clkdlybuf4s50: 4
nor3b: 1
or2b: 1
o21bai: 1
ha: 1
nand3b: 1
a221oi: 1
nand2: 1
dfxtp: 3
or2: 1
a21oi: 1
-- power by group --
part	total [mW]	internal (mW)	switching (mW)
clock	0.219	0.150	0.0692
combinational	0.0180	0.0120	0.00601
sequential	0.124	0.122	0.00194
-- area by class of cell --
cell class	count	area, um^2	share of cell area [%]
Timing Repair Buffer	4	40.04	10.81
Multi-Input combinational cell	16	111.4	30.07
Clock buffer	4	26.28	7.095
Tap cell	46	57.56	15.54
Sequential cell	8	135.1	36.49
-- per-layer routing --
metal  share of wire [%]  global-route usage (%)
met5                   0                       0
met4                   0                  0.5282
met3                  16                  0.7955
met2                  34                   1.685
met1                  51                   1.741
-- worst paths after layout --
kind | slack [ns] | from | end
hold / removal | 0.57 | reset | cst[0]
setup / recovery | 0.34 | reset | cst[2]
-- metrics by stage --
step / power (mW) / instance area (um^2) / worst slack [ns] / instances / utilization [%]
finish: 0.3615 / 370.4 / 0.3405 / 78 / 10.84
detailed placement: 0.1440 / 344.1 / 0.1176 / 74 / 10.07
floorplan: 0.1340 / 246.5 / 0.6641 / 24 / -
global route: 0.3902 / 370.4 / 0.3169 / 78 / 10.84
global placement: 0.1435 / 344.1 / 0.1396 / 74 / 10.07
CTS: 0.3768 / 370.4 / 0.3558 / 78 / 10.84
Power and IR drop assume default switching activity.
