--- constraint.sdc ---
current_design ff

set clk_period 1.0
set clk_io_pct 0.2

create_clock -name clk0 -period $clk_period [get_ports {clk}]

set non_clock_inputs [all_inputs -no_clocks]
set_input_delay [expr $clk_period * $clk_io_pct] -clock clk0 $non_clock_inputs
set_output_delay [expr $clk_period * $clk_io_pct] -clock clk0 [all_outputs]
--- config.mk ---
export PLATFORM = sky130hd
export DESIGN_NAME = ff
export DESIGN_NICKNAME = ff
export VERILOG_FILES = /design/flow/design.v
export SDC_FILE = /design/flow/constraint.sdc
export NUM_CORES = 4
export LEC_CHECK = 1
export CORE_AREA = 10 10 70 70
export DIE_AREA = 0 0 80 80
--- design.v ---
interface Dff_inter(input bit clk);
logic d, reset, set;
logic q;
modport RTL1(input d, reset, set, clk, output q);
modport test(output d, reset, set, clk, input q);
endinterface 
module ff(input j,k,s,r,d,t,rst,clk,output reg qjk,qsr,qd,qt);
always @(posedge clk, posedge rst)
begin 
if(rst)
begin
qjk <= 0;
qsr <= 0;
qd <= 0;
qt <= 0;
end
else
	begin
		case({j,k})
			2'b00 : qjk <= qjk;
			2'b01 : qjk <= 0;
			2'b10 : qjk <= 1;
			2'b11 : qjk <= !qjk;
			default : qjk <= qjk;
		endcase
		case({s,r})
			2'b00 : qsr <= qsr;
			2'b01 : qsr <= 0;
			2'b10 : qsr <= 1;
			2'b11 : qsr <= 1'bx;
			default : qsr <= qsr;
		endcase
		qd <= d ;
		if(t)
			qt <= ~qt ;
		else
			 qt <= qt;
	end
end
endmodule
--- run.sh ---
#!/bin/bash
# OpenROAD 26Q1-2900-gdf79404cd8, Yosys 0.63+post, stock flow scripts
make -C /OpenROAD-flow-scripts/flow DESIGN_CONFIG=/design/flow/config.mk WORK_HOME=/design/flow/orfs finish
==> changes_impl.md <==
### Physical design

- Status: finished clean
- FF-to-FF path depth: 3
- Post-Place Cells: roughly 70
- Mapped Area: around 130 um2
- Clock transition at the registers of the reported paths: 40 ps
- Commonest Layout Cell: clkdlybuf4s50_1
- CTS Root Cell: clkbuf_4
- Worst slew margin: 0.897
- Fp util: 0.0377
- Post-route insts no fill: between 70 and 80
- Max IR drop VDD: roughly 0.00024 V
- Tool warnings: 25
- Worst r2r dst: qt
- Reg2reg start: qt
- RSZ-0062 raised after global routing: false
- Mapped Cells: 10
- CP peak stage delay: 370 ps
- Final setup violating endpoints: 0
- Chip width: 80 um
- FMAX: 1110 MHz
- Number of global-route vias before repair: approximately 160
- Reg2Reg Setup Slack: 120 ps
- Total power draw: ~560 uW
- Critical path class: flop to output pin
- YS chip area: 129 um2
- Leakage: 0.000136 uW
- Vias per cell: 1.89
- Gr ovfl total: 0
- Die Span Y: 80 um
- CTS Buf Count: 3
- Unique cell types: 5
- I/O Buffers: 11
- Synthesis Warnings: 1
- Chip Area: 6400 um2
- Hold Path Class: primary input to asynchronous set/reset pin
- CTS Sinks: 4
- Buf/Inv on CP: 1
- Most instantiated logic cells after routing: clkdlybuf4s50_1, clkbuf_2, dfrtp_1
- Power Density: 1750 nW/um2
- Ys cells: 10
- DRT iter0 DRCs: 2
- Ports: 12
- Mean Syn Cell Area: 12.9 um2
- Max FO, Critical Path: 2
- Skew final: 0 ps
- ANT cells: 0
- H-tree lvl count: 1
- Final GP Congestion: approximately 0.7
- Ratio of cells with drive above 1 in the final layout: 0.370
- Max Root-Sink Buffers: 2
- Crit-path slowest cell: dfrtp_1
- Post-layout util: 0.0941
- Final Hold Viols: 0
- Synth-to-Final Area Change: 150%
- Startpoint type of the worst setup path: flop
- Setup TNS: 0 ps
- Minimum clock period: 901 ps
- CP arrival: 700 ps
- Row cnt: 21
- DRC Markers: 0
- Total Wirelength: 563 um
- Crit path max-delay family: flip-flops
- Clk latency late pin: 230 ps
- Vias: 138
- GRT Overall Usage: 0.0181
- TritonCTS clock tree: done
- First-pass GRT wire length: 821 um
- Initial antenna violation count: 0
- Crit path DRT: around 800 ps
- Worst-Margin Slew: between 150 and 200 ps
- Area of the core: about 3400 um2
- Slew Limit Fails: 0
- CP endpoint kind: output pin
- First drt pass iteration count: 2
- Critical Path, Cell by Cell: clkbuf_2
- Maximum capacitance violations: 0
- Fin crit share: 0.901
- DR WL/cell: around 7.7 um
- Largest net degree at the start of global routing: 5
- Flops after synth: 4
- Sequential share of the synthesized area: 0.777
- Antenna viol nets, final: 0
what timing repair did:
| item | 4_1_cts | 5_1_grt |
|---|---|---|
| gates resized | 8 | 4 |
| hold buffers | 0 | 0 |
| buffers inserted | 1 | 0 |
| endpoints found under the setup margin | 4 | 4 |
power by group:
| group | internal (uW) | switching [uW] |
|---|---|---|
| Sequential | 194 | 15.3 |
| Combinational | 111 | 40.0 |
| Clock | 134 | 67.6 |
| Total | 440 | 123 |
cell usage after synthesis:
| master | n | area share |
|---|---|---|
| a21oi_1 | 1 | 0.039 |
| dfrtp_1 | 4 | 0.78 |
| inv_1 | 1 | 0.029 |
| nor2_1 | 3 | 0.087 |
| xor2_1 | 1 | 0.068 |
registers in the layout (all words and copies together), names as in the netlist:
| signal | cells |
|---|---|
| qd | 1 |
| qt | 1 |
| qsr | 1 |
| qjk | 1 |
final cells by class:
| cell class | instances | area, um2 |
|---|---|---|
| Timing Repair Buffer | 14 | 113 |
| Inverter | 1 | 3.75 |
| Tap cell | 46 | 57.6 |
| Multi-Input combinational cell | 5 | 25.0 |
| Fill cell | 403 | 3090 |
| Clock buffer | 3 | 22.5 |
| Sequential cell | 4 | 100 |
through the flow:
step,hold slack [ps],area [um2],worst slack (ps)
floorplan,-33.9,129,384
global placement,401,312,3.53
detailed placement,405,312,0.245
CTS,145,342,5.27
global route,154,322,59.1
finish,149,322,98.7
layer usage:
layer / up-vias / track usage / share of wire
met1: 63 / 0.0167 / 0.41
met5: - / 0 / 0
met2: 9 / 0.0201 / 0.34
met4: 0 / 0.00528 / 0
li1: 66 / - / -
met3: 0 / 0.0284 / 0.25
cells by family after synthesis:
| logic type | after synthesis | synth area share |
|---|---|---|
| buffers and inverters | 1 | 0.0291 |
| xor gates and xnor gates | 1 | 0.0680 |
| AOI/OAI and AO/OA | 1 | 0.0388 |
| DFF | 4 | 0.777 |
| and+or+nand+nor | 3 | 0.0874 |
worst max path at each step:
stage | startpoint | to | cells after the start
CTS | qjk | qjk | 1
global route | qsr | qsr | 1
finish | qt | qt | 1
Power is estimated from default activity; no workload was simulated.
